==> design/flow/run.sh <==
#!/bin/bash
# OpenROAD 26Q1-2900-gdf79404cd8, Yosys 0.63+post, stock flow scripts
make -C /OpenROAD-flow-scripts/flow DESIGN_CONFIG=/design/flow/config.mk WORK_HOME=/design/flow/orfs finish
==> design/flow/config.mk <==
export PLATFORM = sky130hd
export DESIGN_NAME = SignExtender
export DESIGN_NICKNAME = SignExtender
export VERILOG_FILES = /design/flow/design.v
export SDC_FILE = /design/flow/constraint.sdc
export NUM_CORES = 4
export LEC_CHECK = 1
export CORE_AREA = 10 10 106 106
export DIE_AREA = 0 0 116 116
==> design/flow/constraint.sdc <==
current_design SignExtender

set clk_period 4.5
set clk_io_pct 0.2

create_clock -name clk0 -period $clk_period

set non_clock_inputs [all_inputs -no_clocks]
set_input_delay [expr $clk_period * $clk_io_pct] -clock clk0 $non_clock_inputs
set_output_delay [expr $clk_period * $clk_io_pct] -clock clk0 [all_outputs]
==> design/flow/design.v <==
module SignExtender(BusImm, Imm26, Ctrl); 
    output reg [63:0] BusImm; 
    input [25:0] Imm26; 
    input [2:0] Ctrl; 
    reg extBit; 
    reg [63:0] extended;
    always @(*) begin
        if (Ctrl == 3'b000) begin  
            extBit = 0;  
            BusImm = {{52{extBit}}, Imm26[21:10]};  
        end
        else if (Ctrl == 3'b001) begin  
            extBit = Imm26[20]; 
            BusImm = {{55{extBit}}, Imm26[20:12]}; 
        end
        else if (Ctrl == 3'b010) begin  
            extBit = Imm26[25]; 
            BusImm = {{38{extBit}}, Imm26[25:0]}; 
        end
        else if (Ctrl == 3'b011) begin  
            extBit = Imm26[23];
            BusImm = {{45{extBit}}, Imm26[23:5]};
        end
        else if (Ctrl == 3'b111) begin  
            extBit = 0;
            extended = {{48{extBit}}, Imm26[20:5]};
            if (Imm26[22:21] == 2'b00)  
                BusImm = extended;      
            else if (Imm26[22:21] == 2'b01)
                BusImm = extended << (16 * 1);  
            else if (Imm26[22:21] == 2'b10)
                BusImm = extended << (16 * 2);  
            else 
                BusImm = extended << (16 * 3);  
        end
        else 
            BusImm = 64'b0;  
    end
endmodule
==> reports/qor.txt <==
Max Slew Vio Count: 0
fin crit period: 4162 ps
Top cell excl fill/tap: clkdlybuf4s50_1
PostCTS Resize Cnt: 0
initial DRC count: 159
Int Pwr: 0.1474 mW
Area Growth Syn to Fin: 64.07%
Sw Share: 42.75%
Yosys Chip Area: 1480 um^2
final setup TNS: 0 ps
NetSw: 0.1101 mW
hold path startpoint: Imm26[24]
IR drop worst, VDD: 0.03018 mV
via count of the first global-routing pass: 2019
HP Class: in2out
Core Footprint: 8848 um^2
routability cong.: 0.8624
num ports: 93
crit path buf inv count: 2
Post-Syn Area: 1480 um^2
initial antenna violation count: 0
max-cap check violation count: 0
first-pass iteration count of the detailed router: 4
gr ovfl total: 0
die outline height: 116 um
Yosys cell types: 48
first-pass GRT wire length: 12.02 mm
row cnt: 34
layout cells sized above 1: 9.241%
fp util: 16.73%
die span in x: 116 um
share of power burned in registers: 0%
Synth Seq Share: 0%
static leakage: 0.8583 nW
DR DRC count: 0
top post-synthesis cells by area: a21oi_1 17%, nand3_1 9.8%, buf_2 6.4%
WL final: 7.837 mm
CP max FO: 19
CTS Hold Bufs: 0
combinational share of power: 100.0%
FF+latch count: 0
pwr/cell area: 106.0 nW/um^2
slowest stage delay, CP: 890 ps
most frequent cells in the layout: 93 x clkdlybuf4s50_1, 50 x a21oi_1, 29 x nand3_1
Syn. warnings: 1
Crit-path slowest cell: clkdlybuf4s50_1
post-synthesis cell count: 231
fin area: 2429 um^2
Setup crit end kind: output port
Synth area leader: a21oi_1
Die ar.: 13460 um^2
CP required: 3600 ps
Critical Path Start: Ctrl[0]
tally of non-filler cells in the final layout: 411
Slew @ Worst Pin: 661.8 ps
Port Buffers: 93
via count: 2054
DP Cell Count: 411
Clock power frac: 0%
Worst slew margin: 55.74%
crit path launch type: input pin
# diodes: 0
Final period util: 92.48%
critical path data arrival time: 3260 ps
gr usage total: 11.25%
critical path cell sequence: clkdlybuf4s50_1, and2_1, and2_1, a32o_1, clkdlybuf4s50_1
crit path kind: in2out
RSZ-0062 raised after global routing: no
Dominant cell area share: 16.91%
DP Area: 2429 um^2
number of vias per cell: 4.998
fmax: 240.3 MHz
Final HPWL DP: 6.059 mm
Routed Antenna Nets: 0
# Post-CTS Setup Buffers: 0
Final Hold Fails: 0
largest net degree at the start of global routing: 33
number of clock buffers in the layout: 0
final hold slack: 2889 ps
setup violators final: 0
status: completed
# Cells Yosys: 231
Log Warnings: 32
Worst path top cell family by delay: buffers and inverters
wire length per cell: 19.07 um
Avg Inst Size Synth: 6.408 um^2
register area: 0 um^2
utilization after layout: 27.45%
[synthesized netlist by cell type (2+ instances only)]
cell type and n:
clkbuf_1 3, nand2_1 4, nand3b_1 2, nor2_1 5, mux2i_1 4, and2_1 3
nor2b_1 6, a21oi_1 50, a31oi_1 3, nand4b_1 7, and3_1 8, o2bb2ai_1 3
a31o_2 2, o21a_1 8, a21o_1 2, buf_4 4, nor4_1 6, o21ba_2 2
inv_1 9, buf_2 19, o221a_2 3, o21ai_0 6, buf_6 5, nand3_1 29
a32o_1 2, a22o_1 5, a211o_1 6, mux2_2 3, o22a_1 3
[path summary, 6_finish.rpt]
| path | endpoint | slack (ps) | cells past startpoint |
|---|---|---|---|
| worst max-delay path | BusImm[15] | 340 | 5 |
| worst min-delay path | BusImm[24] | 2890 | 3 |
[through the flow]
step | total power [mW] | setup WS (ps)
6_report | 0.2575 | 338.4
5_1_grt | 0.2823 | 184.5
4_1_cts | 0.2598 | 320.7
3_5_place_dp | 0.2574 | 319.4
3_3_place_gp | 0.2586 | 398.2
2_1_floorplan | 0.1025 | 1824
[layout make-up]
cell class                 count  area [um^2]
timing repair buffer         103         1006
inverter                      10        37.54
tap                          108        135.1
fill                         955         6420
multi-input combinational    190         1250
[power by group through the flow]
stage	sequential, mW	clock, mW	combinational, mW
6_report	0	0	0.258
5_1_grt	0	0	0.282
4_1_cts	0	0	0.260
[metal layers]
layer | share of wire [%] | track usage, %
met2 | 40 | 16.72
met3 | 17 | 4.657
met1 | 43 | 15.58
met4 | 0.27 | 0.6672
met5 | 0 | 0
[cell families (layout without fill, tap and decap cells)]
logic type / after synthesis / in the layout / synth area share [%]
AND-OR/OR-AND: 99 / 99 / 43.96
AND/OR/NAND/NOR: 84 / 84 / 35.50
buffers and inverters: 41 / 113 / 15.55
multiplexers: 7 / 7 / 4.987
Power figures rest on the tool's default switching activity, not on a simulated workload.
