## run.sh

```bash
#!/bin/bash
# OpenROAD 26Q1-2900-gdf79404cd8, Yosys 0.63+post, stock flow scripts
make -C /OpenROAD-flow-scripts/flow DESIGN_CONFIG=/design/flow/config.mk WORK_HOME=/design/flow/orfs finish
```

## config.mk

```make
export PLATFORM = sky130hd
export DESIGN_NAME = NextPClogic
export DESIGN_NICKNAME = NextPClogic
export VERILOG_FILES = /design/flow/design.v
export SDC_FILE = /design/flow/constraint.sdc
export NUM_CORES = 4
export LEC_CHECK = 1
export CORE_AREA = 10 10 124 124
export DIE_AREA = 0 0 134 134
```

## constraint.sdc

```tcl
current_design NextPClogic

set clk_period 27.4
set clk_io_pct 0.2

create_clock -name clk0 -period $clk_period

set non_clock_inputs [all_inputs -no_clocks]
set_input_delay [expr $clk_period * $clk_io_pct] -clock clk0 $non_clock_inputs
set_output_delay [expr $clk_period * $clk_io_pct] -clock clk0 [all_outputs]
```

## design.v

```verilog
module NextPClogic(NextPC, CurrentPC, SignExtImm64, Branch, ALUZero, Uncondbranch); 
    output reg [63:0] NextPC;   
    input [63:0] CurrentPC, SignExtImm64;  
    input Branch, ALUZero, Uncondbranch; 
    always @(*) begin
        if(Uncondbranch || (Branch && ALUZero))  
            NextPC <= CurrentPC + SignExtImm64 * 4;  
        else NextPC <= CurrentPC + 4;  
    end
endmodule
```

==> run summary <==
worst slew pin tran - 0.649 ns
setup violators final - 0
Post-CTS Setup Bufs - 0
nature of the critical path startpoint - input port
DP HPWL - 13.1 mm
Crit Path Max Fanout - 62
final cell count without fillers - 923
Complex Gates by Area - 34.2%
initial antenna violation count - 0
AND/OR/NAND/NOR Cells, Area Fraction - 29.5%
met1 WL - 6.97 mm
MUX share of area - 0%
P_leak - 2.71 nW
yosys warns - 1
flop count - 0
Clock buffer cells - 0
gp weighted congestion - 0.946
placement row count - 41
endpoint type of the worst setup path - output pin
Synth cell types - 57
vias in the first global route - 4657
dpl ws - 10.98 ns
Min Clock Period, post-route - 16.45 ns
drt pass-1 iters - 7
Cell Chain, Critical Path - clkdlybuf4s50_1 -> a21oi_4 -> buf_4 -> or2_2 -> ha_1 -> inv_1 -> fa_1 -> and2b_1 -> o211ai_1 -> a211o_1 -> a211oi_1 -> o2111a_1 -> nor3_1 -> o41ai_1 -> nor3b_1 -> a31oi_1 -> xnor2_1 -> clkdlybuf4s50_1
Seq share, synth - 0%
tool warnings - 34
first-pass GRT wire length - 23.9 mm
Setup WS post-layout - 10.95 ns
Vias/cell - 5.15
cell count after synthesis - 595
core area - 12700 µm²
DR iter-0 viols - 246
most used logic cell in the final layout - clkdlybuf4s50_1
Top cells excl fill/tap - clkdlybuf4s50_1, nor2b_1, ha_1, a21oi_1, a21o_1
yosys xor share - 12.4%
worst hold path type - in -> out
IO buf count - 189
critical path data arrival time - 10.97 ns
Top logic family - AND-OR/OR-AND gates
crit path DRT - 21.92 ns
Top cell by count, worst path - clkdlybuf4s50_1
Slowest-stage cell, CP - o41ai_1
Die Size - 18000 µm²
unrepaired setup endpoints after global routing - no
WL met3 - 896 µm
Slew Viols, Final - 0
fp util - 32.4%
worst stage delay on the critical path - 0.62 ns
Hold Vio Cnt, Final - 0
critical path class - in -> out
largest net degree at the start of global routing - 63
fin crit share - 60.0%
maximum vdd drop - 0.00926 mV
critical path launch point - Branch
IO Count - 195
drt total wl - 14.9 mm
post-route DRC violation count - 0
routed wl met2 - 6.96 mm
final setup TNS - 0 ns
syn_area_per_cell - 6.89 µm²
die width - 134 µm
Total Power - 160 µW
YS chip area - 4100 µm²
status - complete, no violations
antenna diode count - 0
grt ovf - 0
DIE HEIGHT - 134 µm
Cells after DPL - 923
Adder Share, Synth - 19.1%
Worst Hold Slack - 10.96 ns
DRT antenna net count - 0
DR vias - 4754
Synth Cell Area - 4100 µm²
ratio of cells with drive above 1 in the final layout - 2.40%
WL/cell - 16.1 µm
PwrDens - 26.3 nW/µm²
Worst Setup EP - NextPC[60]
cts repair resizes - 0
cts hold-fix bufs - 0
Peak Freq - 0.0608 GHz
Layout area overhead - 48.4%
top layer in use - met4
Sequential Area - 0 µm²
yosys cell count - 595
MaxCap Viol Count - 0
Slew headroom - 56.1%
GR Util All Layers - 15.7%
==> cell families after synthesis <==
| logic type | count (synthesis) |
|---|---|
| xor+xnor | 58 |
| fa+ha+maj | 62 |
| buf+inv | 49 |
| simple gates | 225 |
| compound gates | 201 |
==> per-stage QoR <==
stage / area [µm²] / utilization [%]
after CTS: 6090 / 48.0
after floorplan: 4100 / -
final: 6090 / 48.0
after global placement: 6090 / 48.0
after detailed placement: 6090 / 48.0
after global routing: 6090 / 48.0
==> Yosys cell counts (all sizes together) (6+ instances only) <==
cell type	number	share of area, %
nand3	13	1.6
nand2	43	3.9
o21ai	30	3.7
a31oi	9	1.5
and2	7	1.1
a21o	50	9.2
xnor2	39	8.3
nand4	20	3.1
nand2b	6	0.92
xor2	19	4.1
ha	61	19
nor2b	67	10
a21oi	57	7.1
clkbuf	28	2.6
nor3	12	1.5
buf	6	0.85
nor2	34	3.1
o21bai	12	2.2
and3	6	0.92
inv	15	1.4
==> worst max-delay path: cells and delay by family <==
kind,cells,cell delay [ns]
xor gates and xnor gates,1,0.17
AOI/OAI and AO/OA,7,2.24
buffers and inverters,4,1.53
and+or+nand+nor,4,0.97
adders and majority gates,2,0.55
==> area by class of cell <==
class	instances	area, µm²
Inverter	15	56.3
Timing Repair Buffer	190	1900
Multi-Input combinational cell	546	3920
Tap cell	172	215
Fill cell	1245	6590
==> power breakdown <==
group | switching (mW) | internal, mW | total [mW]
Sequential | 0 | 0 | 0
Clock | 0 | 0 | 0
Combinational | 0.0679 | 0.0924 | 0.160
Total | 0.0679 | 0.0924 | 0.160
==> routing by layer <==
layer  vias to the layer above  global-route usage, %
met4                         0                  0.484
met2                       155                   26.8
li1                       2480                      -
met5                         -                      0
met3                         2                   2.05
met1                      2117                   21.6
==> how the worst min path moves through the flow <==
| stage | slack [ns] | cells after the start | to | start |
|---|---|---|---|---|
| CTS | 10.96 | 0 | NextPC[0] | CurrentPC[0] |
| global route | 10.96 | 0 | NextPC[0] | CurrentPC[0] |
| finish | 10.96 | 0 | NextPC[0] | CurrentPC[0] |
Power figures rest on the tool's default switching activity, not on a simulated workload.
